==> /design/flow/config.mk <==
export PLATFORM = sky130hd
export DESIGN_NAME = MultMan
export DESIGN_NICKNAME = MultMan
export VERILOG_FILES = /design/flow/design.v
export SDC_FILE = /design/flow/constraint.sdc
export NUM_CORES = 4
export LEC_CHECK = 1
export CORE_UTILIZATION = 50
==> /design/flow/constraint.sdc <==
current_design MultMan

set clk_period 3.4
set clk_io_pct 0.2

create_clock -name clk0 -period $clk_period [get_ports {clock}]

set non_clock_inputs [all_inputs -no_clocks]
set_input_delay [expr $clk_period * $clk_io_pct] -clock clk0 $non_clock_inputs
set_output_delay [expr $clk_period * $clk_io_pct] -clock clk0 [all_outputs]
==> /design/flow/design.v <==
module MultCell(
  input         clock,
  input         reset,
  input         io_rstn,
  input         io_en,
  input  [11:0] io_mult1,
  input  [5:0]  io_mult2,
  input  [11:0] io_mult1_acci,
  output [11:0] io_mult1_o,
  output [5:0]  io_mult2_shift,
  output [11:0] io_mult1_acco,
  output        io_rdy
);
  reg [5:0] mult2_shift_reg;  
  reg [11:0] mult1_o_reg;  
  reg [11:0] mult1_acc_reg;  
  reg  rdy_reg;  
  wire [5:0] _mult2_shift_reg_T = {{1'd0}, io_mult2[5:1]};  
  wire [12:0] _mult1_o_reg_T = {io_mult1, 1'h0};  
  wire [11:0] _mult1_acc_reg_T_1 = io_mult1_acci + io_mult1;  
  wire [12:0] _GEN_3 = io_en ? _mult1_o_reg_T : 13'h0;  
  wire [12:0] _GEN_6 = ~io_rstn ? 13'h0 : _GEN_3;  
  wire [12:0] _GEN_10 = reset ? 13'h0 : _GEN_6;  
  assign io_mult1_o = mult1_o_reg;  
  assign io_mult2_shift = mult2_shift_reg;  
  assign io_mult1_acco = mult1_acc_reg;  
  assign io_rdy = rdy_reg;  
  always @(posedge clock) begin
    if (reset) begin  
      mult2_shift_reg <= 6'h0;  
    end else if (~io_rstn) begin  
      mult2_shift_reg <= 6'h0;  
    end else if (io_en) begin  
      mult2_shift_reg <= _mult2_shift_reg_T;  
    end else begin
      mult2_shift_reg <= 6'h0;  
    end
    mult1_o_reg <= _GEN_10[11:0];  
    if (reset) begin  
      mult1_acc_reg <= 12'h0;  
    end else if (~io_rstn) begin  
      mult1_acc_reg <= 12'h0;  
    end else if (io_en) begin  
      if (io_mult2[0]) begin  
        mult1_acc_reg <= _mult1_acc_reg_T_1;  
      end else begin
        mult1_acc_reg <= io_mult1_acci;  
      end
    end else begin
      mult1_acc_reg <= 12'h0;  
    end
    if (reset) begin  
      rdy_reg <= 1'h0;  
    end else if (~io_rstn) begin  
      rdy_reg <= 1'h0;  
    end else begin
      rdy_reg <= io_en;
    end
  end
endmodule
module MultMan(
  input         clock,
  input         reset,
  input         io_rstn,
  input         io_data_rdy,
  input  [5:0]  io_mult1,
  input  [5:0]  io_mult2,
  output        io_res_rdy,
  output [11:0] io_res
);
  wire  u_mult_step0_clock;  
  wire  u_mult_step0_reset;  
  wire  u_mult_step0_io_rstn;  
  wire  u_mult_step0_io_en;  
  wire [11:0] u_mult_step0_io_mult1;  
  wire [5:0] u_mult_step0_io_mult2;  
  wire [11:0] u_mult_step0_io_mult1_acci;  
  wire [11:0] u_mult_step0_io_mult1_o;  
  wire [5:0] u_mult_step0_io_mult2_shift;  
  wire [11:0] u_mult_step0_io_mult1_acco;  
  wire  u_mult_step0_io_rdy;  
  wire  u_mult_step_clock;  
  wire  u_mult_step_reset;  
  wire  u_mult_step_io_rstn;  
  wire  u_mult_step_io_en;  
  wire [11:0] u_mult_step_io_mult1;  
  wire [5:0] u_mult_step_io_mult2;  
  wire [11:0] u_mult_step_io_mult1_acci;  
  wire [11:0] u_mult_step_io_mult1_o;  
  wire [5:0] u_mult_step_io_mult2_shift;  
  wire [11:0] u_mult_step_io_mult1_acco;  
  wire  u_mult_step_io_rdy;  
  wire  u_mult_step_1_clock;  
  wire  u_mult_step_1_reset;  
  wire  u_mult_step_1_io_rstn;  
  wire  u_mult_step_1_io_en;  
  wire [11:0] u_mult_step_1_io_mult1;  
  wire [5:0] u_mult_step_1_io_mult2;  
  wire [11:0] u_mult_step_1_io_mult1_acci;  
  wire [11:0] u_mult_step_1_io_mult1_o;  
  wire [5:0] u_mult_step_1_io_mult2_shift;  
  wire [11:0] u_mult_step_1_io_mult1_acco;  
  wire  u_mult_step_1_io_rdy;  
  wire  u_mult_step_2_clock;  
  wire  u_mult_step_2_reset;  
  wire  u_mult_step_2_io_rstn;  
  wire  u_mult_step_2_io_en;  
  wire [11:0] u_mult_step_2_io_mult1;  
  wire [5:0] u_mult_step_2_io_mult2;  
  wire [11:0] u_mult_step_2_io_mult1_acci;  
  wire [11:0] u_mult_step_2_io_mult1_o;  
  wire [5:0] u_mult_step_2_io_mult2_shift;  
  wire [11:0] u_mult_step_2_io_mult1_acco;  
  wire  u_mult_step_2_io_rdy;  
  wire  u_mult_step_3_clock;  
  wire  u_mult_step_3_reset;  
  wire  u_mult_step_3_io_rstn;  
  wire  u_mult_step_3_io_en;  
  wire [11:0] u_mult_step_3_io_mult1;  
  wire [5:0] u_mult_step_3_io_mult2;  
  wire [11:0] u_mult_step_3_io_mult1_acci;  
  wire [11:0] u_mult_step_3_io_mult1_o;  
  wire [5:0] u_mult_step_3_io_mult2_shift;  
  wire [11:0] u_mult_step_3_io_mult1_acco;  
  wire  u_mult_step_3_io_rdy;  
  wire  u_mult_step_4_clock;  
  wire  u_mult_step_4_reset;  
  wire  u_mult_step_4_io_rstn;  
  wire  u_mult_step_4_io_en;  
  wire [11:0] u_mult_step_4_io_mult1;  
  wire [5:0] u_mult_step_4_io_mult2;  
  wire [11:0] u_mult_step_4_io_mult1_acci;  
  wire [11:0] u_mult_step_4_io_mult1_o;  
  wire [5:0] u_mult_step_4_io_mult2_shift;  
  wire [11:0] u_mult_step_4_io_mult1_acco;  
  wire  u_mult_step_4_io_rdy;  
  MultCell u_mult_step0 (  
    .clock(u_mult_step0_clock),
    .reset(u_mult_step0_reset),
    .io_rstn(u_mult_step0_io_rstn),
    .io_en(u_mult_step0_io_en),
    .io_mult1(u_mult_step0_io_mult1),
    .io_mult2(u_mult_step0_io_mult2),
    .io_mult1_acci(u_mult_step0_io_mult1_acci),
    .io_mult1_o(u_mult_step0_io_mult1_o),
    .io_mult2_shift(u_mult_step0_io_mult2_shift),
    .io_mult1_acco(u_mult_step0_io_mult1_acco),
    .io_rdy(u_mult_step0_io_rdy)
  );
  MultCell u_mult_step (  
    .clock(u_mult_step_clock),
    .reset(u_mult_step_reset),
    .io_rstn(u_mult_step_io_rstn),
    .io_en(u_mult_step_io_en),
    .io_mult1(u_mult_step_io_mult1),
    .io_mult2(u_mult_step_io_mult2),
    .io_mult1_acci(u_mult_step_io_mult1_acci),
    .io_mult1_o(u_mult_step_io_mult1_o),
    .io_mult2_shift(u_mult_step_io_mult2_shift),
    .io_mult1_acco(u_mult_step_io_mult1_acco),
    .io_rdy(u_mult_step_io_rdy)
  );
  MultCell u_mult_step_1 (  
    .clock(u_mult_step_1_clock),
    .reset(u_mult_step_1_reset),
    .io_rstn(u_mult_step_1_io_rstn),
    .io_en(u_mult_step_1_io_en),
    .io_mult1(u_mult_step_1_io_mult1),
    .io_mult2(u_mult_step_1_io_mult2),
    .io_mult1_acci(u_mult_step_1_io_mult1_acci),
    .io_mult1_o(u_mult_step_1_io_mult1_o),
    .io_mult2_shift(u_mult_step_1_io_mult2_shift),
    .io_mult1_acco(u_mult_step_1_io_mult1_acco),
    .io_rdy(u_mult_step_1_io_rdy)
  );
  MultCell u_mult_step_2 (  
    .clock(u_mult_step_2_clock),
    .reset(u_mult_step_2_reset),
    .io_rstn(u_mult_step_2_io_rstn),
    .io_en(u_mult_step_2_io_en),
    .io_mult1(u_mult_step_2_io_mult1),
    .io_mult2(u_mult_step_2_io_mult2),
    .io_mult1_acci(u_mult_step_2_io_mult1_acci),
    .io_mult1_o(u_mult_step_2_io_mult1_o),
    .io_mult2_shift(u_mult_step_2_io_mult2_shift),
    .io_mult1_acco(u_mult_step_2_io_mult1_acco),
    .io_rdy(u_mult_step_2_io_rdy)
  );
  MultCell u_mult_step_3 (  
    .clock(u_mult_step_3_clock),
    .reset(u_mult_step_3_reset),
    .io_rstn(u_mult_step_3_io_rstn),
    .io_en(u_mult_step_3_io_en),
    .io_mult1(u_mult_step_3_io_mult1),
    .io_mult2(u_mult_step_3_io_mult2),
    .io_mult1_acci(u_mult_step_3_io_mult1_acci),
    .io_mult1_o(u_mult_step_3_io_mult1_o),
    .io_mult2_shift(u_mult_step_3_io_mult2_shift),
    .io_mult1_acco(u_mult_step_3_io_mult1_acco),
    .io_rdy(u_mult_step_3_io_rdy)
  );
  MultCell u_mult_step_4 (  
    .clock(u_mult_step_4_clock),
    .reset(u_mult_step_4_reset),
    .io_rstn(u_mult_step_4_io_rstn),
    .io_en(u_mult_step_4_io_en),
    .io_mult1(u_mult_step_4_io_mult1),
    .io_mult2(u_mult_step_4_io_mult2),
    .io_mult1_acci(u_mult_step_4_io_mult1_acci),
    .io_mult1_o(u_mult_step_4_io_mult1_o),
    .io_mult2_shift(u_mult_step_4_io_mult2_shift),
    .io_mult1_acco(u_mult_step_4_io_mult1_acco),
    .io_rdy(u_mult_step_4_io_rdy)
  );
  assign io_res_rdy = u_mult_step_4_io_rdy;  
  assign io_res = u_mult_step_4_io_mult1_acco;  
  assign u_mult_step0_clock = clock;
  assign u_mult_step0_reset = reset;
  assign u_mult_step0_io_rstn = io_rstn;  
  assign u_mult_step0_io_en = io_data_rdy;  
  assign u_mult_step0_io_mult1 = {6'h0,io_mult1};  
  assign u_mult_step0_io_mult2 = io_mult2;  
  assign u_mult_step0_io_mult1_acci = 12'h0;  
  assign u_mult_step_clock = clock;
  assign u_mult_step_reset = reset;
  assign u_mult_step_io_rstn = io_rstn;  
  assign u_mult_step_io_en = u_mult_step0_io_rdy;  
  assign u_mult_step_io_mult1 = u_mult_step0_io_mult1_o;  
  assign u_mult_step_io_mult2 = u_mult_step0_io_mult2_shift;  
  assign u_mult_step_io_mult1_acci = u_mult_step0_io_mult1_acco;  
  assign u_mult_step_1_clock = clock;
  assign u_mult_step_1_reset = reset;
  assign u_mult_step_1_io_rstn = io_rstn;  
  assign u_mult_step_1_io_en = u_mult_step_io_rdy;  
  assign u_mult_step_1_io_mult1 = u_mult_step_io_mult1_o;  
  assign u_mult_step_1_io_mult2 = u_mult_step_io_mult2_shift;  
  assign u_mult_step_1_io_mult1_acci = u_mult_step_io_mult1_acco;  
  assign u_mult_step_2_clock = clock;
  assign u_mult_step_2_reset = reset;
  assign u_mult_step_2_io_rstn = io_rstn;  
  assign u_mult_step_2_io_en = u_mult_step_1_io_rdy;  
  assign u_mult_step_2_io_mult1 = u_mult_step_1_io_mult1_o;  
  assign u_mult_step_2_io_mult2 = u_mult_step_1_io_mult2_shift;  
  assign u_mult_step_2_io_mult1_acci = u_mult_step_1_io_mult1_acco;  
  assign u_mult_step_3_clock = clock;
  assign u_mult_step_3_reset = reset;
  assign u_mult_step_3_io_rstn = io_rstn;  
  assign u_mult_step_3_io_en = u_mult_step_2_io_rdy;  
  assign u_mult_step_3_io_mult1 = u_mult_step_2_io_mult1_o;  
  assign u_mult_step_3_io_mult2 = u_mult_step_2_io_mult2_shift;  
  assign u_mult_step_3_io_mult1_acci = u_mult_step_2_io_mult1_acco;  
  assign u_mult_step_4_clock = clock;
  assign u_mult_step_4_reset = reset;
  assign u_mult_step_4_io_rstn = io_rstn;  
  assign u_mult_step_4_io_en = u_mult_step_3_io_rdy;  
  assign u_mult_step_4_io_mult1 = u_mult_step_3_io_mult1_o;  
  assign u_mult_step_4_io_mult2 = u_mult_step_3_io_mult2_shift;  
  assign u_mult_step_4_io_mult1_acci = u_mult_step_3_io_mult1_acco;  
endmodule
==> /design/flow/run.sh <==
#!/bin/bash
# OpenROAD 26Q1-2900-gdf79404cd8, Yosys 0.63+post, stock flow scripts
make -C /OpenROAD-flow-scripts/flow DESIGN_CONFIG=/design/flow/config.mk WORK_HOME=/design/flow/orfs finish
==> reports/highlights.md <==
## Timing
- 0 — final number of max-transition violations
- 0 — count of final hold-check violations
- 57.8% — Worst slew margin
- 0 — final number of setup-violating endpoints
- 11.2 ps — setup clock skew after layout
- 631 ps — Least-Margin Pin Slew
- 2070 ps — final critical path time including I/O delays and setup
- 1330 ps — setup slack after layout
- 60.9% — Final period util
- 0 ps — Setup Total Neg Slack
- 483 MHz — highest clock frequency the design can meet
- false — setup repair after global routing missed its margin

## Layout
- 12 — flip-flop count of the largest register, all copies and words added
- 12.5% — synthesis-to-layout area growth
- 7.71% — fraction of layout cells with a size suffix above 1
- 736 — fill cell instance count of the final layout

## Clock network
- 0 — Post-CTS Setup Inserts
- 100 ps — clock slew at reported path FFs
- 370 ps — clock latency on the worst-skew pair
- 107 — number of clock sinks
- 0 — # hold bufs at CTS
- done — CTS tree
- clkbuf_8 — root cell of the clock tree
- 2 — Clock Path Buffers
- 3 — H-tree depth
- 9 — clock buffer count from CTS
- 0 — quantity of gates resized following cts

## Critical path
- io_rstn — critical path startpoint
- u_mult_step_3.mult1_acc_reg[10]$_SDFF_PP0_ — capture point of the worst reg-to-reg path
- 7 — number of cells traversed by the worst register-to-register path
- 11 — critical-path maximum fanout
- 3710 ps — Required @ worst endpoint
- flop — kind of end point of the critical path
- u_mult_step_4.mult1_acc_reg[10]$_SDFF_PP0_ — Critical path destination
- primary input — element type at the critical path start
- u_mult_step_2.mult1_o_reg[4]$_SDFF_PP0_ — reg2reg start
- 2380 ps — data arrival time of the worst path
- primary input to flop — startpoint-to-endpoint class of the critical path
- 1490 ps — internal reg-to-reg setup slack

## Yosys
- 407 — Post-Synthesis Cells
- 107 — Registers, synthesis
- 1 — synthesis warning total
- 0 — number of synthesized flops with an enable pin
- 0% — share of synthesized registers carrying an async set or reset
- 49.6% — sequential area share after synthesis
- dfxtp_1 — most common flop cell mapped by yosys
- 10.6 sq um — mean instance size in the synthesized netlist
- 39 — distinct lib cells
- 4320 sq um — synthesized cell area
- 4320 sq um — area of the synthesized netlist per yosys stat
- 407 — number of standard cells reported by yosys

## Global routing
- 33.3% — met2 track utilization from global routing
- 19 — maximum number of pins on one net before global-route repair
- 2.21% — met3 global-route usage
- met2 — busiest layer in global routing
- 20.6% — Global Route met1 Usage
- 2582 — via count of the first global-routing pass
- 11700 um — first-pass GRT wire length
- 0 — sum of overflow across all layers after global routing
- 17.5% — overall track demand over capacity in global routing
- 0 — antenna violations before repair

## Route
- 4 — drt pass-1 iters
- 0 — number of diodes added for antenna fixing
- 5.08 — routed via count divided by cell count
- 2772 — total via count after detailed routing
- 7000 um — post-detailed-routing wire length
- 0 — drc violations
- 12.8 um — average wire per cell in the routed design
- 0 — Post-DRT Antenna Nets
- 70 — starting DRC count in detailed routing

## Die
- 94.9 um — die height
- 29 — # IOs
- 52.0% — FP Util
- 8300 sq um — Floorplan Core Area
- 9010 sq um — Chip Area
- 33 — row cnt
- 94.9 um — Chip Width

## Min path
- 1 — Worst Hold Depth
- flop to flop — type of the most critical hold path
- u_mult_step_3.mult1_acc_reg[3]$_SDFF_PP0_ — origin of the worst min-delay path

## Placement
- 0.922 — weighted congestion reported at the end of routability-driven placement
- 28 — input/output buffers
- 5540 um — Final HPWL DP
- 919 ps — pre-CTS setup slack

## Power
- 416 nW/um^2 — total power divided by cell area
- 0.00207 uW — leakage power
- 0.200 mV — VDD IR max

## Run status
- completed — result of the run

## Flow run
- 0 — max-cap violation count
- 25 — number of warnings in the stage logs

synthesized netlist by cell type (2+ instances only):
| cell | n | area [sq um] |
|---|---|---|
| nand3b_1 | 3 | 22.5 |
| mux2i_1 | 11 | 110 |
| nand3b_4 | 5 | 100 |
| buf_2 | 8 | 40.0 |
| nand3_1 | 20 | 100 |
| o21a_1 | 8 | 60.1 |
| nand4_1 | 12 | 75.1 |
| a31o_1 | 3 | 26.3 |
| or3_1 | 3 | 18.8 |
| or4_1 | 4 | 30.0 |
| nor2b_1 | 8 | 50.1 |
| dfxtp_1 | 107 | 2140 |
| mux2_2 | 3 | 33.8 |
| and3_1 | 11 | 68.8 |
| o31a_1 | 4 | 35.0 |
| inv_2 | 7 | 26.3 |
| a21oi_1 | 8 | 40.0 |
| o21ai_0 | 9 | 45.0 |
| nor2_1 | 23 | 86.3 |
| nand2_1 | 2 | 7.51 |
| a21o_1 | 7 | 52.6 |
| inv_1 | 20 | 75.1 |
| ha_1 | 29 | 363 |
| nor4b_1 | 2 | 17.5 |
| xnor2_1 | 5 | 43.8 |
| and2_1 | 57 | 357 |
| a211oi_1 | 12 | 90.1 |
| fa_1 | 5 | 100 |
cells in the final DEF (no fill, tap or decap), types with 4 or more instances in the layout:
cell               n
dfxtp_1          107
and2_1            57
ha_1              29
clkdlybuf4s50_1   28
nor2_1            23
inv_1             20
nand3_1           20
a211oi_1          12
nand4_1           12
mux2i_1           11
and3_1            11
clkbuf_8          10
o21ai_0            9
nor2b_1            8
o21a_1             8
a21oi_1            8
a21o_1             7
inv_2              7
nand3b_4           5
xnor2_1            5
fa_1               5
o31a_1             4
or4_1              4
worst max-delay path: stages:
cell	delay (ps)
clkdlybuf4s50_1	870
nand3b_4	200
inv_1	260
and3_1	190
nand4_1	90
nand3_1	80
worst min path at each step:
stage,to,slack (ps)
6_report,u_mult_step_4.mult1_acc_reg[3]$_SDFF_PP0_,420
5_1_grt,u_mult_step_4.mult1_acc_reg[3]$_SDFF_PP0_,440
4_1_cts,u_mult_step_4.mult1_acc_reg[3]$_SDFF_PP0_,430
per-stage QoR:
stage | util [%] | instances | hold slack [ps] | power (uW) | cell area [sq um]
after floorplan | - | 407 | 406 | 1310 | 4320
after global placement | 56.2 | 530 | 411 | 1330 | 4670
after detailed placement | 56.2 | 530 | 411 | 1330 | 4670
after CTS | 58.5 | 546 | 432 | 2040 | 4850
after global routing | 58.5 | 546 | 437 | 2100 | 4850
final | 58.5 | 546 | 424 | 2020 | 4850
layout make-up:
| type | count | area [sq um] | share of cell area, % |
|---|---|---|---|
| clock buffers | 10 | 138 | 2.84 |
| clock inverters | 6 | 47.5 | 0.980 |
| inverters | 27 | 101 | 2.09 |
| multi-input cells | 263 | 2010 | 41.5 |
| flip-flops and latches | 107 | 2140 | 44.1 |
| well taps | 105 | 131 | 2.71 |
| repair buffers | 28 | 280 | 5.77 |
layer usage:
layer	wire, um	up-vias
met4	243	0
met5	0	-
met2	3660	40
li1	-	1462
met3	172	18
met1	2920	1252
power breakdown:
group,internal [uW],leakage (uW),switching [uW]
Sequential,1260,0.000863,4.15
Clock,293,0.0000933,423
Combinational,24.4,0.00111,14.5
Total,1580,0.00207,442
cells by family (layout without fill, tap and decap cells):
family                     count (synthesis)  in the layout  share of synthesized area, %
and+or+nand+nor                          155            155                          22.7
DFF                                      107            107                          49.6
AOI/OAI and AO/OA                         55             55                          8.87
buffers and inverters                     37             71                          3.71
adders and majority gates                 34             34                          10.7
muxes                                     14             14                          3.33
xor gates and xnor gates                   5              5                          1.01
Power figures rest on the tool's default switching activity, not on a simulated workload.
