==> /design/flow/config.mk <==
export PLATFORM = sky130hd
export DESIGN_NAME = mem
export DESIGN_NICKNAME = mem
export VERILOG_FILES = /design/flow/design.v
export SDC_FILE = /design/flow/constraint.sdc
export NUM_CORES = 4
export LEC_CHECK = 1
export CORE_UTILIZATION = 30
==> /design/flow/constraint.sdc <==
current_design mem

set clk_period 6.2
set clk_io_pct 0.2

create_clock -name clk0 -period $clk_period [get_ports {clock}]

set non_clock_inputs [all_inputs -no_clocks]
set_input_delay [expr $clk_period * $clk_io_pct] -clock clk0 $non_clock_inputs
set_output_delay [expr $clk_period * $clk_io_pct] -clock clk0 [all_outputs]
==> /design/flow/design.v <==
module mem(
  input         clock,
  input  [31:0] io_dataIn,
  output [31:0] io_dataOut,
  input  [4:0]  io_addr,
  input         csen_n,
  input         wren_n
);
 reg [31:0] mem [4:0];
 always @(posedge clock) begin
     if(wren_n && !csen_n)
         mem[io_addr] <= io_dataIn;
 end
 always @(posedge clock) begin
     if(!wren_n && !csen_n)
         io_dataOut <= mem[io_addr];
 end
endmodule
==> /design/flow/run.sh <==
#!/bin/bash
# OpenROAD 26Q1-2900-gdf79404cd8, Yosys 0.63+post, stock flow scripts
make -C /OpenROAD-flow-scripts/flow DESIGN_CONFIG=/design/flow/config.mk WORK_HOME=/design/flow/orfs finish
==> results.toml <==
# implementation run metrics
[power]
ir_drop_uv = 184.7
power_frac_comb_pct = 4.8
p_per_area_nw_per_um2 = 306.6
leakage_nw = 2.694
p_sw_uw = 518.0
p_int_mw = 2.111
seqPwrFrac_pct = 55.8
clkPwrFrac_pct = 39.4
switching_share_pct = 19.71

[worst_setup_path]
path_class = "in -> reg"
crit_arrival_ps = 3600
r2r_slack_ps = 4840
cp-end-kind = "register"
required_ps = 6280
path_cells = "clkdlybuf4s50_1 -> nor2b_2 -> buf_4 -> nand2_1 -> nor2_4 -> buf_4"
crit_family = "buffers and inverters"
rr_worst_depth = 2
critPathMaxStageDelay_ps = 760
critPathLaunchType = "input pin"
rr_startpoint = "mem[0][5]$_DFFE_PP_"
crit_path_max_fanout = 28
cpMostUsedCell = "buf_4"
cp_slowest_cell = "clkdlybuf4s50_1"
path_buffers = 3
timing.rr.end = "io_dataOut[5]$_DFFE_PP_"

[min_path]
whs_path_depth = 1
worstHoldEndpoint = "io_dataOut[10]$_DFFE_PP_"
worstHoldStart = "mem[4][10]$_DFFE_PP_"
hold_path_class = "reg -> reg"

[sta]
fin_tns_setup_ps = 0
setup_viol = 0
finalClockPeriodUsage_pct = 56.81
finalClockSkew_ps = 6.580
fmax_mhz = 283.9
hold_viol = 0
finalCriticalPeriod_ps = 3522
rsz0062_at_grt = "false"
slew_viol_final = 0
worst_pin_slew_ps = 663.5
slew_headroom_pct = 55.71

[synthesis]
yosysWarnings = 2
synth-edff-count = 192
largest_area_cell = "edfxtp_1"
syn_avg_cell_area_sq_um = 20.46
synth_cells = 340
synthDistinctLibCells = 21
yosysSeqAreaShare_pct = 82.86
top_cell_area_share_pct = 82.86
common_cells = "192 x edfxtp_1, 27 x nand2_1, 26 x a32oi_1, 26 x mux2i_1, 26 x o211ai_1"
area_leaders = "edfxtp_1 83%, mux2i_1 3.7%, a32oi_1 3.3%"
ys_chip_area_sq_um = 6958
synthFlopType = "edfxtp_1"
synth-async-reset-ratio_pct = 0
synth_dominant_cell_count = "edfxtp_1"
ys_cells = 340
ys_ff = 192
syn-cell-area_sq_um = 6958

[drt]
wl_per_cell_um = 18.72
drt-total-wl_um = 13460
antenna_cells = 0
vias = 3463
drc = 0
drt_iter0_markers = 193
dr.pass1.iters = 6
viasPerCell = 4.816
ant_nets = 0

[global_routing]
track_usage_pct = 12.67
grt_pass1_vias = 3900
grt_pass1_wl_um = 20980
grt_max_degree = 37
antenna_found_initial = 1
grt_overflow = 0

[status]
status = "completed"

[final_layout]
num-fill-cells = 2041
logic_area_sq_um = 1100
drive_above_1_share_pct = 14.52
area_delta_synth_final_pct = 23.22
regArea_sq_um = 5766
fin_cells = 719

[cts]
post_cts_resized = 0
cts_root_buf = "clkbuf_16"
cts.path.max_buffers = 2
cts_tree = "done"
hold_buffers = 0
htreeDepth = 4
cts_inserted_buffers = 17
clock_latency_ps = 410
postCtsSetupRepairBufs = 0
clkSinkCount = 192
clk_pin_slew_ps = 70

[floorplan]
pin_count = 72
rows = 55
fp.dieH_um = 154.3
initCoreUtil_pct = 30.64
chipArea_sq_um = 23810
core_area_sq_um = 22710
die_x_um = 154.3

[job]
warnings = 27
maxCapViolations = 0

[placed_design]
globalplace.congestion = 0.7580
placed_cells = 687
port-buffer-count = 69
dp_hpwl_um = 7570
[layer usage]
metal  global-route usage [%]  vias up  routed length [um]
met4                   0.8958        2                  78
met2                    19.87      221                6433
li1                         -     1560                   -
met5                   0.4141        -                  12
met1                    14.43     1671                5009
met3                    9.960        9                1925
[worst reg2reg max path: cells and delay by family, from the launching register on]
| kind | cells | cell delay (ps) |
|---|---|---|
| multiplexers | 2 | 750 |
| flip-flops | 1 | 370 |
[state kept, by name, indices dropped and copies added (netlist names)]
name / flops
mem: 160
io_dataOut: 32
[area by class of cell]
class                           instances  share of cell area, %
Sequential cell                       192                  67.25
Multi-Input combinational cell        127                  12.83
Timing Repair Buffer                   82                  9.078
Clock buffer                           18                  5.006
Tap cell                              285                  4.159
Clock inverter                         14                  1.635
Inverter                                1                0.04378
[stage by stage]
step	worst slack [ps]	power (mW)	hold slack (ps)	util [%]	instance area (sq um)
floorplan	578.0	1.553	521.4	-	6958
global placement	2215	1.621	533.0	35.25	8004
detailed placement	2230	1.624	532.6	35.25	8004
CTS	2650	2.652	556.1	37.75	8573
global route	2527	2.717	576.7	37.75	8573
finish	2678	2.629	551.4	37.75	8573
[power by group through the flow]
| stage | clock network (mW) | registers, mW | logic (mW) |
|---|---|---|---|
| after global routing | 1.11 | 1.47 | 0.139 |
| final | 1.03 | 1.47 | 0.127 |
| after CTS | 1.06 | 1.47 | 0.129 |
[layout by cell type, fill, tap and decap left out]
cell type / netlist / final
edfxtp_1: 192 / 192
clkdlybuf4s50_1: 0 / 67
nand2_1: 27 / 27
mux2i_1: 26 / 26
a32oi_1: 26 / 26
o211ai_1: 26 / 26
clkbuf_16: 0 / 17
buf_4: 2 / 13
mux4_2: 6 / 6
mux2_2: 6 / 6
clkinvlp_4: 0 / 5
clkinv_1: 0 / 3
nor3_4: 0 / 2
nor2_4: 0 / 2
bufinv_16: 0 / 2
inv_6: 0 / 2
buf_2: 8 / 2
or2_1: 1 / 1
and3b_1: 1 / 1
inv_2: 1 / 1
nor2b_2: 0 / 1
nand2b_1: 1 / 1
nor3b_2: 0 / 1
nor4b_2: 0 / 1
clkinv_4: 0 / 1
clkinv_2: 0 / 1
clkbuf_1: 4 / 1
[cell families after synthesis]
group,synth area share [%]
muxes,6.653
buffers and inverters,1.924
AOI/OAI and AO/OA,6.078
DFF,82.86
and+or+nand+nor,2.482
[worst max path at each step]
stage | from | to | slack [ps] | cells past startpoint
final | io_addr[1] | mem[3][14]$_DFFE_PP_ | 2680 | 6
after global routing | io_addr[1] | mem[3][9]$_DFFE_PP_ | 2530 | 6
after CTS | io_addr[1] | mem[3][14]$_DFFE_PP_ | 2650 | 6
Power figures rest on the tool's default switching activity, not on a simulated workload.
