==> flow/design.v <==
module single_port_syn_ram#(
	parameter ADDR_WIDTH = 4,
	parameter DATA_WIDTH = 16,
	parameter DEPTH = 2**ADDR_WIDTH
	)(
	input  clock,
	input [ADDR_WIDTH - 1 : 0] addr,
	inout [DATA_WIDTH - 1 : 0] data,
	input cs,
	input wr,
	input oe
    );
    reg [DATA_WIDTH - 1 : 0] mem[0 : DEPTH - 1];
    reg [DATA_WIDTH - 1 : 0] mid_data;
	always@(posedge clock) begin
		if(cs&wr) begin
			mem[addr] <= data;
		end
	end
	always@(posedge clock) begin
		if(cs & !wr) begin
			mid_data <= mem[addr];
		end
	end
	assign data = (cs & oe & !wr)? mid_data: 'hz;
endmodule
==> flow/run.sh <==
#!/bin/bash
# OpenROAD 26Q1-2900-gdf79404cd8, Yosys 0.63+post, stock flow scripts
make -C /OpenROAD-flow-scripts/flow DESIGN_CONFIG=/design/flow/config.mk WORK_HOME=/design/flow/orfs finish
==> flow/config.mk <==
export PLATFORM = sky130hd
export DESIGN_NAME = single_port_syn_ram
export DESIGN_NICKNAME = single_port_syn_ram
export VERILOG_FILES = /design/flow/design.v
export SDC_FILE = /design/flow/constraint.sdc
export NUM_CORES = 4
export LEC_CHECK = 1
export CORE_UTILIZATION = 30
==> flow/constraint.sdc <==
current_design single_port_syn_ram

set clk_period 3.4
set clk_io_pct 0.2

create_clock -name clk0 -period $clk_period [get_ports {clock}]

set non_clock_inputs [all_inputs -no_clocks]
set_input_delay [expr $clk_period * $clk_io_pct] -clock clk0 $non_clock_inputs
set_output_delay [expr $clk_period * $clk_io_pct] -clock clk0 [all_outputs]
==> out/metrics.yaml <==
status:
  status: "finished, final reports clean"
place:
  dp_hpwl_um: 11500
  gp_congestion: 0.777
  io_buffers: 6
  pre_cts_slack_ps: 610
clock_tree:
  hold_buffers: 0
  clkTransAtPathRegs_ps: 60
  clock_path_buffers: 3
  clkLatencyLatePin_ps: 520
  cts_tree: "yes"
  htreeDepth: 1
  post_cts_buffers: 0
  cts_sinks: 272
  cts_resized: 0
  cts-root-buf: "clkbuf_16"
  cts_inserted_buffers: 27
yosys:
  synth_cell_type_count: 19
  yosys.area.top_type: "edfxtp_1"
  topCellsByArea: "edfxtp_1, mux4_2, a22oi_1"
  ys_seq_share_pct: 79.7
  synth_area_um2: 10300
  ys_cells: 438
  synth-edff-count: 272
  postSynth.asyncResetShare_pct: 0
  ys_top_cells_by_count: "edfxtp_1, mux4_2, a22oi_1, nand2_1, nor2_1"
  netlist_instances: 438
  ff_type: "edfxtp_1"
  yosys_warnings: 2
  synth.top_cell.area_share_pct: 79.7
  most_common_cell: "edfxtp_1"
  ys.flops: 272
  ys_area_um2: 10300
  avgSynthCellArea_um2: 23.4
critical_path:
  critPathKind: "in2reg"
  crit_chain: "clkdlybuf4s50_1 > and2_1 > a22oi_1 > nand2_1"
  cp_max_fo: 16
  critPathCaptureType: "flop"
  critical_path_arrival_ps: 2660
  slowest_stage: "and2_1"
  worstSetupStartpointType: "primary input"
  crit_required_ps: 3790
  critPathMaxStageDelay_ps: 820
global_routing:
  grt_use_met1_pct: 14.6
  grt_use_met2_pct: 20.3
  antenna_found_initial: 0
  grt_util_all_layers_pct: 13.0
  busiest_layer: "met2"
  grt_pass1_wl_um: 31400
  grt_pass1_vias: 5273
  met3_usage_pct: 9.00
  grt_max_degree: 37
  overflow: 0
die:
  io_pins: 24
  fp_util_pct: 30.5
  core-area_um2: 33600
  rows: 67
  die_x_um: 187
  die.size.y_um: 187
  die-area_um2: 34900
worst_hold_path:
  hold_class: "in2reg"
timing:
  max_freq_mhz: 439
  finalHoldViolCount: 0
  slew_violations: 0
  slew_headroom_pct: 39.0
  layout_min_cycle_time_ps: 2280
  fin_worst_skew_ps: 7.66
  tightest_slew_ps: 915
  setup_viol: 0
  finalCritPeriodShare_pct: 66.9
  rsz0062_at_grt: "no"
  setup_tns_ps: 0
  setup_ws_ps: 1120
pwr:
  ir_worst_vdd_mv: 0.461
  pwr_density_cell_nw_per_um2: 575
  seqPwrFrac_pct: 55.7
  p_leak_uw: 0.00362
  netSwitchingFraction_pct: 19.8
  internal-power_uw: 5430
  switchingPower_uw: 1340
  p_comb_share_pct: 3.5
  power_frac_clock_pct: 40.9
route:
  drtIter0Drc: 302
  viasPerCell: 4.81
  first_pass_iters: 4
  drc: 0
  antenna_cells: 0
  ant_nets: 0
  wl_per_cell_um: 21.7
  vias: 4532
  drt-total-wl_um: 20400
flow_run:
  warnings: 538
  cap_viol_max_count: 0
final_layout:
  syn2layout_area_growth_pct: 14.9
  drive_above_1_share_pct: 30.8
  finalCoreUtilization_pct: 35.1
path summary, 6_finish.rpt:
kind / from / end / slack [ps] / cells after the start
worst max-delay path: addr[3] / data[14] / 1120 / 4
worst min-delay path: data[0] / mem[14][0] / 380 / 0
worst max register to register: mem[11][11] / data[11] / 1930 / 3
worst min register to register: mem[6][11] / data[11] / 750 / 3
registers in the layout, summed over array words and instances (netlist names):
signal,cells
mem,256
data,16
placed cells by master, fill, tap and decap left out, types with 2 or more instances in the layout:
master           Yosys  routed
edfxtp_1           272     272
mux4_2              64      64
clkbuf_16            0      27
a22oi_1             26      26
buf_4                2      26
nand2_1             18      18
nor2_2               0      13
clkbuf_1             8       7
clkinv_1             0       7
a22oi_2              6       6
nor3_2               0       4
clkinv_2             0       4
clkdlybuf4s50_1      0       4
nor2b_2              0       2
nand2b_1             2       2
nand4b_1             2       2
bufinv_16            0       2
cells by family after synthesis:
group	count (synthesis)	share of synthesized area, %
compound gates	32	2.64
mux	64	14.1
buf+inv	25	1.66
simple gates	45	1.99
flops	272	79.7
critical path: cells and delay by family:
| family | cells | cell delay [ps] |
|---|---|---|
| AND/OR/NAND/NOR | 2 | 930 |
| buffers and inverters | 1 | 810 |
| AND-OR/OR-AND | 1 | 240 |
area by class of cell:
cell class | instances | area (um2)
timing repair buffer | 32 | 260
multi-input combinational | 141 | 1970
fill | 3002 | 21800
sequential | 272 | 8170
clock buffer | 34 | 702
tap | 448 | 561
clock inverter | 15 | 123
routing by layer:
| metal | wire, um | share of wire (%) | up-vias |
|---|---|---|---|
| li1 | - | - | 1929 |
| met1 | 7120 | 35 | 2303 |
| met2 | 10200 | 50 | 264 |
| met3 | 2570 | 13 | 34 |
| met4 | 516 | 2.5 | 2 |
| met5 | 45 | 0.22 | - |
per-stage QoR:
stage          instances  cell area (um2)  hold WS [ps]  total power (uW)
2_1_floorplan        438            10300           661              4000
3_3_place_gp         893            11000           737              4080
3_5_place_dp         893            11000           741              4090
4_1_cts              942            11800           370              6850
5_1_grt              942            11800           381              7000
6_report             942            11800           382              6780
power groups by stage:
| stage | Sequential (uW) | Clock, uW | Combinational, uW |
|---|---|---|---|
| after CTS | 3770 | 2830 | 242 |
| after global routing | 3780 | 2960 | 259 |
| final | 3770 | 2770 | 236 |
No activity file was given, so power comes from the tool's default toggle rates.
